--- design/flow/config.mk ---
export PLATFORM = sky130hd
export DESIGN_NAME = top_level
export DESIGN_NICKNAME = top_level
export VERILOG_FILES = /design/flow/design.v
export SDC_FILE = /design/flow/constraint.sdc
export NUM_CORES = 4
export LEC_CHECK = 1
export CORE_UTILIZATION = 30
--- design/flow/run.sh ---
#!/bin/bash
# OpenROAD 26Q1-2900-gdf79404cd8, Yosys 0.63+post, stock flow scripts
make -C /OpenROAD-flow-scripts/flow DESIGN_CONFIG=/design/flow/config.mk WORK_HOME=/design/flow/orfs finish
--- design/flow/constraint.sdc ---
current_design top_level

set clk_period 72.2
set clk_io_pct 0.2

create_clock -name clk0 -period $clk_period [get_ports {CLK100MHZ}]

set non_clock_inputs [all_inputs -no_clocks]
set_input_delay [expr $clk_period * $clk_io_pct] -clock clk0 $non_clock_inputs
set_output_delay [expr $clk_period * $clk_io_pct] -clock clk0 [all_outputs]
--- design/flow/design.v ---
module ber(
           clk,
           rst,
           enable,
           sx,
           dx,
           error_flag
           );
    parameter SEQ_LEN = 511;
    localparam REG_LEN = 32;
    localparam SHIFT_LEN = $clog2(SEQ_LEN);
    input clk;
    input rst;
    input enable;
    input sx;
    input dx;
    output error_flag;
    reg [REG_LEN-1:0] error_count;
    reg [REG_LEN-1:0] min_error_count;
    reg [SHIFT_LEN-1:0] shift;
    reg [SHIFT_LEN-1:0] min_shift;
    reg [SHIFT_LEN-1:0] counter;
    reg [SEQ_LEN-1:0] buffer_in;
    reg adapt_flag;
    assign reset = ~rst;
    assign error_flag = (error_count != 0);
    always@(posedge clk or posedge reset)
    begin
        if (reset) begin
            error_count <= {REG_LEN{1'b0}};
            min_error_count <= {REG_LEN{1'b1}};
            shift <= {SHIFT_LEN{1'b0}};
            min_shift <= {SHIFT_LEN{1'b0}};
            counter <= {SHIFT_LEN{1'b0}};
            buffer_in <= {SEQ_LEN{1'b0}};
            adapt_flag <= 1;
        end
        else begin
            if (enable) begin
                buffer_in <= {sx, buffer_in[SEQ_LEN-1:1]};
                if (adapt_flag) begin
                    if (counter < SEQ_LEN) begin
                        error_count <= error_count + (buffer_in[SEQ_LEN-1-shift] ^ dx);
                        counter <= counter + 1;
                    end
                    else begin
                        if (error_count < min_error_count) begin
                            min_error_count <= error_count;
                            min_shift <= shift;
                        end
                        counter <= 0;
                        error_count <= 0;
                        shift <= shift + 1;
                    end
                    if (shift == SEQ_LEN) begin
                        adapt_flag <= 0;
                        error_count <= 0;
                    end
                end
                else begin
                    error_count <= error_count + buffer_in[SEQ_LEN-1-min_shift] ^ dx;
                end
            end
        end
    end
endmodule
module prbs(
            clk,
            rst,
            enable,
            bit_out
            );
    parameter SEED = 0;
    output bit_out;
    input rst;
    input clk;
    input enable;
    reg [8 : 0] buffer;
    wire        reset;
    assign reset = ~rst;
    always@(posedge clk or posedge reset) begin
        if(reset) begin
            buffer <= SEED;
        end
        else begin
            if (enable) begin
                buffer <= {buffer[0]^buffer[4] , buffer[8:1]};
            end
        end
    end
    assign bit_out = buffer[0];
endmodule
module rx(
          clk,
          rst,
          enable,
          rx_in,
          phase_in,
          rx_out
          );
    parameter UPSAMPLE = 4;
    parameter NCOEF = 24;
    parameter COEF = {NCOEF*COEF_NBITS{1'b0}};
    parameter COEF_NBITS = 8;
    parameter COEF_FBITS = 7;
    parameter DATA_NBITS = 8;
    localparam BUFFER_IN_SIZE = NCOEF;
    localparam MULT_NBITS = 2*COEF_NBITS;
    localparam OUT_FULL_NBITS = 2*COEF_NBITS + $clog2(BUFFER_IN_SIZE);
    localparam OUT_FULL_FBITS = 2*COEF_FBITS;
    input clk;
    input rst;
    input enable;
    input signed [DATA_NBITS-1:0] rx_in;
    input [$clog2(UPSAMPLE)-1:0] phase_in;
    output reg rx_out;
    reg signed [OUT_FULL_NBITS-1:0] filter_buffer [NCOEF-1:0];
    reg signed [MULT_NBITS-1:0] multiplication [NCOEF-1:0];
    reg signed [COEF_NBITS-1:0] coeficients [NCOEF-1:0];
    reg [$clog2(UPSAMPLE)-1:0] clk_counter;
    integer i;
    assign reset = ~rst;
    always@(posedge clk) 
    begin
        if(reset) begin
            for (i=0; i<NCOEF; i=i+1) begin
                coeficients[i] <= COEF[COEF_NBITS*NCOEF -1 -i*COEF_NBITS  -: COEF_NBITS];
            end
            clk_counter <= 0;
            for(i=0; i<NCOEF; i=i+1) begin
                filter_buffer[i] <= {OUT_FULL_NBITS{1'b0}};
            end
            for(i=0; i<NCOEF; i=i+1) begin
             multiplication[i] <= {OUT_FULL_NBITS{1'b0}};
            end
            rx_out <= 0;
        end
        else begin
            if (enable) begin
                if (clk_counter == UPSAMPLE-1) 
                    clk_counter <= 0;
                else
                    clk_counter <= clk_counter+1;
                for (i=0; i<NCOEF; i=i+1) begin
                    multiplication[i] <= rx_in*coeficients[i];
                end
                filter_buffer[0] <= multiplication[0];
                for(i=1; i<NCOEF; i=i+1) begin
                    filter_buffer[i] <= filter_buffer[i-1]+multiplication[i];
                end
                if (clk_counter == phase_in)
                    rx_out <= ~filter_buffer[NCOEF-1][OUT_FULL_NBITS-1];
            end
            else begin
                clk_counter <= clk_counter;
                for (i=0; i<NCOEF; i=i+1) begin
                    multiplication[i] <= multiplication[i];
                    filter_buffer[i] <= filter_buffer[i];
                    rx_out <= rx_out;
                end
            end
        end
    end
endmodule
`timescale 1ns/100ps
module top_level(
            rst,
            CLK100MHZ,
            i_sw,
            o_led
            );
    parameter SEED_R = 9'h1AA;
    parameter SEED_I = 9'h1FE;
    localparam UPSAMPLE = 4;
    input rst;
    input CLK100MHZ;
    input [3:0] i_sw;
    output [3:0] o_led;
    wire clk;
    wire enable_tx;
    wire error_flag_r;
    wire prbs_out_r;
    wire [7:0] tx_out_r;
    wire rx_out_r;
    wire error_flag_i;
    wire prbs_out_i;
    wire [7:0] tx_out_i;
    wire rx_out_i;
    reg [1:0] clk_counter;
    reg enable_prbs;
    reg enable_ber;
    reg [1:0] phase;
    reg ber_rst;
    reg enable_rx;
    assign clk = CLK100MHZ;
    assign enable_tx = i_sw[0];
    assign o_led[0] = enable_tx;
    assign o_led[1] = enable_rx;
    assign o_led[2] = 1'b0; 
    assign o_led[3] = ~(error_flag_r | error_flag_i);
    localparam COEF = {8'h0, 8'hfe, 8'hff, 8'h0, 8'h2, 8'h0, 8'hfb, 8'hf5,
                        8'hf9, 8'ha, 8'h25, 8'h3e, 8'h48, 8'h3e, 8'h25, 8'ha, 
                        8'hf9, 8'hf5,8'hfb, 8'h0, 8'h2, 8'h0, 8'hff, 8'hfe};
    always @ (posedge clk or negedge rst) begin
        if (!rst) begin
            clk_counter <= 0;
            enable_prbs <= 0;
            enable_ber <= 0;
            phase <= 0;
            ber_rst <= 0;
            enable_rx <= 0;
        end
        else begin
            clk_counter <= clk_counter+1;
            if (clk_counter == 0) begin
                enable_prbs <= 1;
                enable_ber <= 1;
            end
            else begin
                enable_prbs <= 0;
                enable_ber <= 0;
            end
            phase <= i_sw[3:2];
            enable_rx <= i_sw[1];
            if ((i_sw[3:2] != phase)) begin
                ber_rst <= 0;
            end
            else if (enable_rx == 0) begin
                ber_rst <= 0;
            end
            else begin
                ber_rst <= 1;
            end
         end
    end
    prbs
        #(
        .SEED (SEED_R)
        )
    prbs_r(
        .clk (clk),
        .rst (rst),
        .enable (enable_prbs),
        .bit_out (prbs_out_r)
        );
    tx
        #(
        .COEF(COEF)
        )
    tx_r(
        .clk (clk),
        .rst (rst),
        .enable (enable_tx),
        .tx_in (prbs_out_r),
        .tx_out (tx_out_r)
        );
    rx
        #(
        .COEF(COEF)
        )
    rx_r(
        .clk (clk),
        .rst (rst),
        .enable (enable_rx),
        .rx_in (tx_out_r),
        .phase_in (phase),
        .rx_out (rx_out_r)
        );
    ber
    ber_r(
        .clk (clk),
        .rst (ber_rst),
        .enable (enable_ber),
        .sx (prbs_out_r),
        .dx (rx_out_r),
        .error_flag (error_flag_r)
        );
    prbs
        #(
        .SEED (SEED_I)
        )
    prbs_i(
        .clk (clk),
        .rst (rst),
        .enable (enable_prbs),
        .bit_out (prbs_out_i)
        );
    tx
        #(
        .COEF(COEF)
        )
    tx_i(
        .clk (clk),
        .rst (rst),
        .enable (enable_tx),
        .tx_in (prbs_out_i),
        .tx_out (tx_out_i)
        );
    rx
        #(
        .COEF(COEF)
        )
    rx_i(
        .clk (clk),
        .rst (rst),
        .enable (enable_rx),
        .rx_in (tx_out_i),
        .phase_in (phase),
        .rx_out (rx_out_i)
        );
    ber
    ber_i(
        .clk (clk),
        .rst (ber_rst),
        .enable (enable_ber),
        .sx (prbs_out_i),
        .dx (rx_out_i),
        .error_flag (error_flag_i)
        );
endmodule
module tx(
          clk,
          rst,
          enable,
          tx_in,
          tx_out
          );
    parameter UPSAMPLE = 4;
    parameter NCOEF = 24;
    parameter COEF = {NCOEF*COEF_NBITS{1'b0}};
    parameter COEF_NBITS = 8;
    parameter COEF_FBITS = 7;
    parameter OUT_NBITS = 8;
    parameter OUT_FBITS = 7;
    localparam BUFFER_IN_SIZE = NCOEF;
    localparam OUT_FULL_NBITS = COEF_NBITS + $clog2(BUFFER_IN_SIZE);
    localparam OUT_FULL_FBITS = COEF_FBITS;
    localparam OUT_SHIFT = OUT_NBITS - OUT_FBITS - 1;
    input clk;
    input rst;
    input enable;
    input tx_in;
    output reg[OUT_NBITS-1:0] tx_out;
    reg signed [OUT_FULL_NBITS-1:0] tx_out_full;
    reg signed [OUT_FULL_NBITS-1:0] tx_out_full_A;
    reg signed [OUT_FULL_NBITS-1:0] tx_out_full_B;
    reg [BUFFER_IN_SIZE-1:0] buffer_in;
    reg signed [COEF_NBITS-1:0] coeficients [0:NCOEF-1];
    reg [$clog2(UPSAMPLE)-1:0] conv_shift;
    reg  sat_flag;
    integer i;
    integer i_b;
    assign reset = ~rst;
    always@(posedge clk or posedge reset) 
    begin
        if(reset) begin
            for (i=0; i<NCOEF; i=i+1) begin
                coeficients[i] <= COEF[COEF_NBITS*NCOEF -1 -i*COEF_NBITS -: COEF_NBITS];
            end
            conv_shift <= 0;
            buffer_in <= {BUFFER_IN_SIZE{1'b0}};
        end
        else begin
            if (enable) begin
                if (conv_shift == UPSAMPLE-1)
                    conv_shift <= 0;
                else
                    conv_shift <= (conv_shift+1'b1);
                buffer_in <= {tx_in, buffer_in[BUFFER_IN_SIZE-1:1]};
            end
            else begin
                conv_shift <= conv_shift;
                buffer_in <= buffer_in;
            end
        end
    end
    always@(posedge clk or posedge reset)
    begin
        if (reset) begin
            tx_out_full <= {OUT_FULL_NBITS{1'b0}};
        end
        else
            if(enable)
                tx_out_full <= tx_out_full_A + tx_out_full_B;
            else
                tx_out_full <= tx_out_full;
    end
    always@* 
    begin
        tx_out_full_A = {OUT_FULL_NBITS{1'b0}};
        tx_out_full_B = {OUT_FULL_NBITS{1'b0}};
        for (i=0; i<(NCOEF/UPSAMPLE)/2; i=i+1) begin
            if(buffer_in[BUFFER_IN_SIZE-1-(i*UPSAMPLE+conv_shift)])
                tx_out_full_A = tx_out_full_A + coeficients[i*UPSAMPLE+conv_shift];
            else
                tx_out_full_A = tx_out_full_A - coeficients[i*UPSAMPLE+conv_shift];
            i_b = i+(NCOEF/UPSAMPLE)/2;
            if(buffer_in[BUFFER_IN_SIZE-1-(i_b*UPSAMPLE+conv_shift)])
                tx_out_full_B = tx_out_full_B + coeficients[i_b*UPSAMPLE+conv_shift];
            else
                tx_out_full_B = tx_out_full_B - coeficients[i_b*UPSAMPLE+conv_shift];
        end
    end
    always@*
    begin
        sat_flag = 0;
        for (i=OUT_FULL_FBITS+OUT_SHIFT; i<OUT_FULL_NBITS-1; i=i+1)
            if(tx_out_full[i]^tx_out_full[i+1])
                sat_flag = 1;
        if (sat_flag) begin
            if (tx_out_full[OUT_FULL_NBITS-1])
                tx_out = {1'b1, {OUT_NBITS-1{1'b0}}};
            else
                tx_out = {1'b0, {OUT_NBITS-1{1'b1}}};
        end
        else 
            tx_out = tx_out_full[OUT_FULL_FBITS+OUT_SHIFT : COEF_FBITS - OUT_FBITS];
    end
endmodule
==> ci_impl_report.md <==
## Implementation flow summary

| Metric | Value |
|---|---|
| Tool warning count | approximately 110 |
| DRC Markers | 0 |
| CTS buffer count | ~290 |
| Delay-heaviest family, CP | buffers and inverters |
| Largest net degree at the start of global routing | around 160 |
| Pwr Density | approximately 42 nW/um^2 |
| Distinct lib cells used | slightly below 100 |
| Crit Reg-Reg Startpoint | ber_r.shift[0] |
| Worst Path Arrival | 15.34 ns |
| R2r setup slk | approximately 65 ns |
| CP max FO | 35 |
| Startpoint Class | primary input |
| Port Buf Inserts | 8 |
| # rows | 258 |
| Drt first pass iters | 6 |
| CTS tree | yes |
| Synth Flop Type | dfrtp_1 |
| I/O pins | 10 |
| Leak | ~73 nW |
| Fin cells | roughly 21000 |
| Reg area | 54600 um^2 |
| Total Routed Length | 365 mm |
| Synth Instances | between 10000 and 15000 |
| Final slew viol count | 0 |
| Synth Cell Area | 149000 um^2 |
| RR Endpoint | ber_r.error_count[28] |
| Req. time, crit path | 57.76 ns |
| Register bit total from synthesis | between 2000 and 2500 |
| RSZ-0062 raised after global routing | false |
| Root Buffer | clkbuf_16 |
| GRT overflow | 0 |
| Max-Cap Viols | 0 |
| Final ANT Viol Nets | 0 |
| Yosys Warn Count | 13 |
| Iter 0 DRT Violations | just over 6000 |
| Hold_buf cts | 0 |
| Fillers | ~50000 |
| DR vias/cell | around 5 |
| Gr usage total | ~15% |
| CTS clk-pin slew, worst paths | approximately 0.060 ns |
| CTS-repair resized insts | 0 |
| DP HPWL | 247 mm |
| Post-synth seq share | a little over a third |
| FMAX | between 30 and 40 MHz |
| CP max-delay cell | clkdlybuf4s50_1 |
| Outcome | finished clean |
| Worst slew margin | 34.5% |
| Post-synth EDFFs | 0 |
| Yosys cell count | 14700 |
| CORE AREA | approximately 490000 um^2 |
| Die span in y | about 710 um |
| Initial antenna violation count | 3 |
| Final hold violation count | 0 |
| Maximum vdd drop | between 0.00006 and 0.00007 V |
| CP Cell Sequence | buf_4, clkdlybuf4s50_1 |
| Crit Path Category | primary input to primary output |
| Post-DP Area | approximately 160000 um^2 |
| Async S/R FF share, synth | 54.7% |
| Dpl cells | about 21000 |
| CP endpoint kind | primary output |
| WP buf/inv | 2 |
| Die Size | 499000 um^2 |
| Fp util | between 30 and 40% |
| Final TNS setup | 0 ns |
| Worst-margin pin slew | 0.957 ns |
| Via count | roughly 110k |
| Syn avg cell area | roughly 10 um^2 |
| Hold crit path type | flop to async pin |
| Design area | approximately 170000 um^2 |
| DR WL/cell | approximately 17 um |
| Min Tclk post-route | 29.78 ns |
| Setup repair bufs after CTS | 0 |
| H-Tree Depth | 5 |
| Clock skew | 0.0515 ns |
| Placer congestion estimate | 0.879 |
| Final setup vio count | 0 |
| Layout cells sized above 1 | about 17% |
| Yosys synthesis chip area | between 100000 and 150000 um^2 |
| Sinks on Clock Net | about 2400 |
| Area grow syn2layout | 11.5% |
| Number of global-route vias before repair | roughly 110k |
| Reg2reg path depth | 23 |
| Global-route wire length before repair | approximately 590 mm |
| Logic area | roughly 90000 um^2 |
| Max clock buf depth | 4 |
| Die width | around 700 um |
| Worst path max stage delay | approximately 0.55 ns |
| Late-Pin Clk Latency | about 0.93 ns |
| Tcrit/Tclk final | 41.3% |
==> cell type report <==
class,count,area share [%]
clock inverters,96,0.754
well taps,6630,4.99
repair buffers,225,1.11
diodes,1,0.00151
inverters,575,1.31
clock buffers,414,5.06
flip-flops and latches,2393,32.9
multi-input cells,11000,53.9
==> worst register-to-register path, cell delays in order (launching register included) <==
cell	delay (ns)
dfrtp_4	0.66
ha_4	0.56
buf_4	0.53
buf_4	0.60
mux4_2	0.42
mux4_2	0.47
mux2i_1	0.25
nor2_1	0.06
a21oi_1	0.41
a31oi_1	0.16
o211ai_1	0.23
nor3_1	0.21
xor2_1	0.18
ha_1	0.20
ha_1	0.24
inv_1	0.07
or3_1	0.52
or3_1	0.44
or2_1	0.27
nor2_1	0.18
nand2_1	0.10
nor3b_1	0.21
a21oi_1	0.06
o21ai_1	0.13
==> synthesized netlist by cell type, drive strengths merged, types with 28 or more instances <==
cell / instances / area share, %
or2: 32 / 0.13
nor4: 51 / 0.22
dfrtp: 1230 / 21
dfxtp: 1084 / 15
a21o: 227 / 1.1
nand2: 844 / 2.1
nor2: 1543 / 3.9
inv: 573 / 1.4
nand2b: 126 / 0.53
dfstp: 79 / 1.4
o31ai: 62 / 0.31
a22oi: 28 / 0.14
buf: 218 / 0.71
nor3: 289 / 0.97
clkbuf: 523 / 1.3
a211oi: 189 / 0.95
fa: 132 / 1.8
mux2i: 638 / 4.3
o21bai: 104 / 0.52
or3: 104 / 0.44
ha: 1104 / 9.3
o211ai: 58 / 0.29
o21ai: 645 / 2.2
a21boi: 36 / 0.18
a31oi: 156 / 0.66
a211o: 31 / 0.18
xnor2: 562 / 3.3
o22ai: 55 / 0.23
nand4: 88 / 0.37
mux4: 453 / 6.8
a221oi: 66 / 0.39
and3: 109 / 0.46
a2111oi: 29 / 0.17
nor2b: 153 / 0.64
xor2: 271 / 1.6
a21oi: 896 / 3.0
and2: 35 / 0.15
mux2: 1189 / 9.0
o21a: 105 / 0.53
nand3: 232 / 0.79
==> worst max path at each step <==
stage / end / cells past startpoint / start
finish: o_led[0] / 2 / i_sw[0]
global route: o_led[0] / 2 / i_sw[0]
CTS: o_led[0] / 2 / i_sw[0]
==> kinds of logic (layout without fill, tap and decap cells) <==
| family | after synthesis | after routing | synth area share (%) |
|---|---|---|---|
| AOI/OAI and AO/OA | 2975 | 2975 | 12.7 |
| xor gates and xnor gates | 835 | 835 | 4.96 |
| adders and majority gates | 1236 | 1236 | 11.0 |
| buffers and inverters | 1316 | 1310 | 3.48 |
| DFF | 2393 | 2393 | 36.6 |
| muxes | 2280 | 2280 | 20.1 |
| other | 1 | 2 | 0.00252 |
| and+or+nand+nor | 3675 | 3675 | 11.1 |
==> flip-flops by register name, summed over array words and instances (netlist names), 32 cells and up <==
register               count
rx_i.filter_buffer       447
ber_i.min_error_count     32
ber_i.error_count         32
ber_r.error_count         32
rx_i.multiplication       92
ber_r.min_error_count     32
rx_r.multiplication       92
ber_i.buffer_in          511
ber_r.buffer_in          511
rx_r.filter_buffer       447
==> metrics by stage <==
| stage | total power [mW] | setup WS [ns] | hold WS (ns) | utilization (%) |
|---|---|---|---|---|
| floorplan | 4.75 | 36.15 | 0.386 | - |
| finish | 7.02 | 42.42 | 0.387 | 33.6 |
| global placement | 5.51 | 42.36 | 0.388 | 31.7 |
| CTS | 7.09 | 42.36 | 0.405 | 33.6 |
| detailed placement | 5.54 | 42.35 | 0.387 | 31.7 |
| global route | 7.68 | 42.33 | 0.412 | 33.6 |
==> layout by cell type, fill, tap and decap left out, types with 156 or more instances in the layout <==
master and instances:
dfxtp_1 1084, mux4_2 453, nand3_1 229, o21ai_0 622
a31oi_1 156, ha_1 1100, mux2i_1 638, a21o_1 227
inv_1 568, xor2_1 261, nand2_1 842, clkbuf_16 292
dfrtp_1 1223, a211oi_1 189, buf_4 208, nor3_1 288
mux2_2 1174, nor2_1 1540, a21oi_1 894, xnor2_1 551
==> per-layer routing <==
metal	GRT usage [%]	vias up	wire, um	part of all wire (%)
met3	3.74	538	23800	6.5
li1	-	53100	-	-
met1	22.1	52000	171000	47
met5	0	-	0	0
met4	3.16	0	9090	2.5
met2	22.7	2427	162000	44
==> power breakdown <==
group	leakage, nW	internal, mW	switching (mW)
logic	42.2	1.81	2.13
clock network	4.75	0.890	0.602
registers	26.5	1.48	0.111
Power and IR drop assume default switching activity.
