$ cat /design/flow/run.sh
#!/bin/bash
# OpenROAD 26Q1-2900-gdf79404cd8, Yosys 0.63+post, stock flow scripts
make -C /OpenROAD-flow-scripts/flow DESIGN_CONFIG=/design/flow/config.mk WORK_HOME=/design/flow/orfs finish
$ cat /design/flow/config.mk
export PLATFORM = sky130hd
export DESIGN_NAME = leds_srfs
export DESIGN_NICKNAME = leds_srfs
export VERILOG_FILES = /design/flow/design.v
export SDC_FILE = /design/flow/constraint.sdc
export NUM_CORES = 4
export LEC_CHECK = 1
export CORE_UTILIZATION = 30
$ cat /design/flow/constraint.sdc
current_design leds_srfs

set clk_period 2.9
set clk_io_pct 0.2

create_clock -name clk0 -period $clk_period [get_ports {CLK100MHZ}]

set non_clock_inputs [all_inputs -no_clocks]
set_input_delay [expr $clk_period * $clk_io_pct] -clock clk0 $non_clock_inputs
set_output_delay [expr $clk_period * $clk_io_pct] -clock clk0 [all_outputs]
$ cat /design/flow/design.v
`timescale 1ns / 1ps
module leds_srfs( 
                 o_led  ,
                 o_led_r,
                 o_led_g,
                 o_led_b,
                 i_sw   ,
                 i_btn  ,
                 ck_rst ,
                 CLK100MHZ
                );
    parameter N_LEDS = 4;
    parameter NB_SEL = 2;
    parameter NB_SW  = 4;
    parameter NB_BTN  = 4;
    localparam NB_COUNTER = 32;
    localparam COLOR_SEL0 = 3'b001;
    localparam COLOR_SEL1 = 3'b010;
    localparam COLOR_SEL2 = 3'b100;
    localparam SEL_R0 = 2'h0;
    localparam SEL_R1 = 2'h1;
    localparam SEL_R2 = 2'h2;
    localparam SEL_R3 = 2'h3;
    localparam R0 = 2 ** (32 - 10);
    localparam R1 = 2 ** (32 - 9);
    localparam R2 = 2 ** (32 - 8);
    localparam R3 = 2 ** (32 - 7);
    output [N_LEDS - 1 : 0] o_led;
    output [N_LEDS - 1 : 0] o_led_r;
    output [N_LEDS - 1 : 0] o_led_g;
    output [N_LEDS - 1 : 0] o_led_b;
    input [NB_SW   - 1 : 0] i_sw;
    input [NB_BTN  - 1 : 0] i_btn;
    input                   CLK100MHZ;
    input                   ck_rst;
    wire                    reset;
    wire [N_LEDS*3 - 1 : 0] ledsRGB;
    wire [NB_COUNTER-1 : 0] compare_value;
    wire                    compare_signal;
    reg  [N_LEDS   - 1 : 0] load_led;
    reg  [NB_COUNTER-1 : 0] counter;
    reg  [N_LEDS - 1   : 0] shift_reg;
    reg  [N_LEDS - 1   : 0] flash;
    reg  [N_LEDS - 1   : 0] o_srfs;
    reg                     srfs_flag;
    reg  [2            : 0] color_sel;
    reg  [NB_BTN  - 1  : 0] btn_prev_state;
    assign reset     =  ~ck_rst;
    assign compare_value = (i_sw[2:1] == SEL_R0) ? R0 :
                           (i_sw[2:1] == SEL_R1) ? R1 :
                           (i_sw[2:1] == SEL_R2) ? R2 :
                                                   R3 ;                           
    assign compare_signal = (counter == compare_value) ? 1'b1 : 1'b0;
    always@(posedge CLK100MHZ or posedge reset) begin
        if(reset) begin
            counter <= 0;
        end
        else if (i_sw[0]) begin
            counter <= counter + 1;
            if (counter >= compare_value) begin
                counter <= 0;
            end
        end
        else begin
            counter <= counter;
        end
    end
    always@(posedge CLK100MHZ or posedge reset) begin
        if(reset) begin
            shift_reg <= {{(N_LEDS-1){1'b0}}, 1'b1};
        end
        else if(compare_signal) begin
            if(i_sw[3])
                shift_reg <= {shift_reg[N_LEDS-2:0], shift_reg[N_LEDS-1]};
            else
                shift_reg <= {shift_reg[0], shift_reg[N_LEDS-1:1]};
        end
        else begin
            shift_reg <= shift_reg;
        end
    end
    always@(posedge CLK100MHZ or posedge reset) begin
        if(reset)
            flash <= {N_LEDS{1'b1}};
        else if(compare_signal)
            flash <= ~flash;
        else
            flash <= flash;
    end
    always@(posedge CLK100MHZ or posedge reset) begin
        if (reset) begin
            srfs_flag <= 1'b0;
            color_sel <= 3'b001;
            btn_prev_state <= 4'b0;
            o_srfs <= 4'b0000;
        end
        else begin
            if(i_btn[0] && !btn_prev_state[0]) begin
                srfs_flag <= ~srfs_flag;
            end
            else begin
                case(i_btn[3:1] & ~btn_prev_state[3:1])
                    3'b100: color_sel <= 3'b100;
                    3'b010: color_sel <= 3'b010;
                    3'b001: color_sel <= 3'b001;
                    default: color_sel <= color_sel;
                endcase
            end
            o_srfs <= (srfs_flag) ? (flash) : (shift_reg);
            btn_prev_state <= i_btn;
        end
    end
    assign o_led[0] = srfs_flag;
    assign o_led[3:1] = color_sel;
    assign ledsRGB   = (color_sel == COLOR_SEL0) ? {o_srfs,{N_LEDS{1'b0}},{N_LEDS{1'b0}}}:
                       (color_sel == COLOR_SEL1) ? {{N_LEDS{1'b0}},o_srfs,{N_LEDS{1'b0}}}:
                                                   {{N_LEDS{1'b0}},{N_LEDS{1'b0}},o_srfs};
    assign o_led_r = ledsRGB[N_LEDS  -1 -: N_LEDS];
    assign o_led_g = ledsRGB[N_LEDS*2-1 -: N_LEDS];
    assign o_led_b = ledsRGB[N_LEDS*3-1 -: N_LEDS];
endmodule
==> Slide: Implementation Results <==
Run Summary

Timing
  • Tcrit/Tclk final: 86.42%
  • Final setup fails: 0
  • Fin Setup TNS: 0 ps
  • Minimum clock period: 2506 ps
  • Worst setup margin: 393.8 ps
  • Slew HR: 56.21%
  • Worst-margin pin slew: 656.9 ps
  • Fmax: 399.0 MHz
  • Final Hold Vio Count: 0
  • Final slew viol count: 0
  • Clk_skew: 13.13 ps
  • RSZ-0062 raised after global routing: false

Global route
  • Initial antenna violation count: 0
  • Total global routing overflow: 0
  • Largest net degree at the start of global routing: 53
  • Number of global-route vias before repair: 1808
  • Total GRT Usage: 11.12%
  • First-pass GRT wire length: 8004 um

Floorplan
  • Floorplan Utilization: 30.72%
  • Die ar.: 0.009269 mm^2
  • Die Span Y: 96.28 um
  • Die Span X: 96.28 um
  • Rows: 34
  • IO Count: 26
  • Core Footprint: 0.008678 mm^2

Yosys
  • Yosys stat cell total: 265
  • Yosys Chip Area: 0.002666 mm^2
  • #FFs+latches synth: 52
  • Synthesized instance count: 265
  • Dominant comb cell: simple AND/OR/NAND/NOR gates
  • Distinct cell type count after synthesis: 40
  • And+or+nand+nor area frac: 25.67%
  • Fraction of the mapped netlist area in compound gates: 5.913%
  • Syn_area_per_cell: 10.06 um^2
  • Synth Area in Adders: 2.816%
  • Synth Seq Share: 49.08%
  • Yosys xor share: 8.869%
  • Mapped Area: 0.002666 mm^2
  • Number of synthesis warnings: 1
  • Mux area share: 5.068%

Clock network
  • CTS Buffer Depth: 2
  • Clock Pin Slew Worst Setup and Hold Paths: 100 ps
  • Setup Buffers After CTS: 0
  • Clk Tree Root Cell: clkbuf_8
  • TritonCTS clock tree: done
  • Htree depth: 2
  • Cts repair resizes: 0
  • Clock sink total: 52
  • Post-CTS Hold Buffers: 0
  • TritonCTS buffer count: 5
  • Late-Pin Clk Latency: 310 ps

Finish
  • Fin area: 0.003177 mm^2
  • Most used logic cell in the final layout: dfrtp_1
  • Most frequent cells in the layout: dfrtp_1, nor2_1, clkdlybuf4s50_1
  • Layout cells sized above 1: 13.09%
  • Fin util: 36.61%
  • Tally of non-filler cells in the final layout: 406
  • Max reg flops: 32
  • Top reg by flops: counter
  • Synthesis-to-layout area growth: 19.15%

Setup path
  • Crit path kind: input pin to flip-flop
  • Element type at the critical path end: flip-flop
  • Maximum fanout along the worst path: 5
  • Startpoint types: input pin
  • CP cell instances: clkdlybuf4s50_1 > nand2b_1 > ha_1 > nand4_1 > nor3_1 > nand4_2 > nor2_4 > mux2_2
  • Critical path's slowest cell: clkdlybuf4s50_1
  • Cells on worst reg2reg path: 5
  • Reg2reg end: shift_reg[3]
  • Worst path arrival time: 2700 ps
  • FF-to-FF setup slack: 610 ps
  • Slowest stage delay, CP: 450 ps
  • CP required: 3090 ps
  • Worst r2r src: counter[15]

Route
  • Vias: 1915
  • Final wirelength: 4691 um
  • Number of diodes: 0
  • Antenna-violating nets left: 0
  • Routed WL per cell: 11.55 um
  • Initial DRC count: 64
  • TritonRoute pass-1 iters: 4
  • DR DRC count: 0
  • Via density: 4.717

Place
  • Dpl ws: 39.36 ps
  • Placed cell area: 0.003065 mm^2
  • Placer Congestion: 0.8237
  • Placed Cells incl. Taps: 398
  • IO Port Bufs: 25
  • Post-detail-place hpwl: 3345 um

Run status
  • Status: finished clean

Pwr
  • Leakage: 0.001403 uW
  • Cell Pwr Density: 575.5 mW/mm^2
  • VDD IR max: 0.2601 mV

Run
  • Max-cap check violation count: 0
  • Tool warnings: 26

Worst hold path
  • Worst hold path type: input pin to async pin
-- synth_stat cells, drive strengths merged --
| cell type | instances | area share (%) |
|---|---|---|
| a21boi | 1 | 0.70 |
| a21oi | 6 | 1.1 |
| a31oi | 5 | 1.2 |
| and2 | 8 | 1.9 |
| and3 | 6 | 1.5 |
| and4 | 3 | 0.99 |
| buf | 4 | 1.3 |
| clkbuf | 3 | 0.42 |
| dfrtp | 46 | 43 |
| dfstp | 6 | 5.9 |
| ha | 6 | 2.8 |
| inv | 6 | 0.84 |
| mux2 | 12 | 5.1 |
| nand2 | 16 | 2.3 |
| nand2b | 9 | 2.1 |
| nand3 | 9 | 1.7 |
| nand3b | 1 | 0.28 |
| nand4 | 11 | 2.8 |
| nor2 | 45 | 6.6 |
| nor2b | 6 | 1.4 |
| nor3 | 7 | 1.5 |
| nor4 | 3 | 0.94 |
| nor4b | 1 | 0.33 |
| o211ai | 3 | 0.84 |
| o21ai | 8 | 1.5 |
| o221ai | 1 | 0.33 |
| o22ai | 1 | 0.23 |
| or2 | 1 | 0.23 |
| or3 | 1 | 0.23 |
| or4 | 2 | 0.56 |
| or4b | 1 | 0.38 |
| xnor2 | 12 | 3.9 |
| xor2 | 15 | 4.9 |
-- area by class of cell --
| class | instances | area [um^2] |
|---|---|---|
| multi-input cells | 200 | 1289 |
| clock buffers | 6 | 72.57 |
| inverters | 6 | 22.52 |
| fillers | 879 | 5502 |
| clock inverters | 2 | 38.79 |
| repair buffers | 32 | 310.3 |
| well taps | 108 | 135.1 |
| flip-flops and latches | 52 | 1309 |
-- cell families after synthesis --
logic type / count (synthesis)
simple gates: 130
flops: 52
fa+ha+maj: 6
compound gates: 25
xor+xnor: 27
buf+inv: 13
mux: 12
-- how the worst max path moves through the flow --
| stage | cells after the start | start | slack (ps) | to |
|---|---|---|---|---|
| CTS | 8 | i_sw[1] | 390 | shift_reg[3] |
| global route | 8 | i_sw[1] | 230 | shift_reg[3] |
| finish | 8 | i_sw[1] | 390 | shift_reg[3] |
-- through the flow --
stage	hold slack [ps]	power (uW)
after detailed placement	485.8	1353
after global placement	482.7	1346
final	373.4	1828
after floorplan	284.4	1163
after CTS	404.2	1854
after global routing	424.1	1955
-- routing by layer --
metal	wire length, um	up-vias	global-route usage, %
met2	2208	29	18.79
met4	21	0	0.7463
li1	-	975	-
met5	0	-	0
met1	2277	907	15.81
met3	183	4	2.088
-- power by group --
part / internal (uW) / total (uW) / switching [uW]
sequential: 850 / 939 / 89.1
clock: 261 / 501 / 240
combinational: 235 / 388 / 153
total: 1350 / 1830 / 482
-- critical path: cells and delay by family --
kind,cells,cell delay (ps)
AND/OR/NAND/NOR,5,1030
multiplexers,1,350
buffers and inverters,1,450
adder cells (fa/ha/maj),1,290
Power is estimated from default activity; no workload was simulated.
