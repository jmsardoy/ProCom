<file path="flow/run.sh">
#!/bin/bash
# OpenROAD 26Q1-2900-gdf79404cd8, Yosys 0.63+post, stock flow scripts
make -C /OpenROAD-flow-scripts/flow DESIGN_CONFIG=/design/flow/config.mk WORK_HOME=/design/flow/orfs finish
</file>
<file path="flow/design.v">
module register_file(
        clk,
        rst,
        gpio_in,
        gpio_out,
        error_count_r,
        error_count_i,
        bit_count_r,
        bit_count_i,
        mem_full,
        mem_data,
        reset_reg,
        enable_reg,
        phase_reg,
        run_log_reg,
        read_enable_reg,
        read_address_reg
    );
    parameter GPIO_LEN = 32;
    parameter OPCODE_LEN = 8;
    parameter OP_TYPE_LEN = 2;
    localparam DATA_LEN = GPIO_LEN-OPCODE_LEN-1;
    localparam ENABLE_LEN = 3;
    localparam PHASE_LEN = 2;
    localparam LOG_COUNT_LEN = 64;
    localparam MEM_ADDRESS_LEN = 15;
    localparam MEM_DATA_LEN = 32;
    localparam REG_OP_TYPE = 'b00;
    localparam COUNT_LOG_OP_TYPE = 'b10;
    localparam MEM_LOG_OP_TYPE = 'b11;
    localparam RESET_CODE  = 'h0;
    localparam ENABLE_CODE = 'h1;
    localparam PHASE_CODE  = 'h2;
    localparam BIT_COUNT_RE_HIGH_CODE   = 'h00;
    localparam BIT_COUNT_RE_LOW_CODE    = 'h01;
    localparam BIT_COUNT_IM_HIGH_CODE   = 'h02;
    localparam BIT_COUNT_IM_LOW_CODE    = 'h03;
    localparam ERROR_COUNT_RE_HIGH_CODE = 'h04;
    localparam ERROR_COUNT_RE_LOW_CODE  = 'h05;
    localparam ERROR_COUNT_IM_HIGH_CODE = 'h06;
    localparam ERROR_COUNT_IM_LOW_CODE  = 'h07;
    localparam LATCH_COUNTS_CODE        = 'h08;
    localparam RUN_CODE              = 'h0;
    localparam READ_ENABLE_CODE      = 'h1;
    localparam READ_ADDRESS_CODE     = 'h2;
    localparam READ_DATA_CODE        = 'h3;
    localparam MEM_DONE_CODE         = 'h4;
    input wire clk;
    input wire rst;
    input wire  [GPIO_LEN - 1 : 0] gpio_in;
    output reg  [GPIO_LEN - 1 : 0] gpio_out;
    input wire [LOG_COUNT_LEN - 1 : 0] error_count_r;
    input wire [LOG_COUNT_LEN - 1 : 0] error_count_i;
    input wire [LOG_COUNT_LEN - 1 : 0] bit_count_r;
    input wire [LOG_COUNT_LEN - 1 : 0] bit_count_i;
    input wire                         mem_full;
    input wire [MEM_DATA_LEN - 1 : 0]  mem_data;
    output reg                            reset_reg;
    output reg [ENABLE_LEN - 1 : 0]       enable_reg;  
    output reg [PHASE_LEN - 1 : 0]        phase_reg;
    output reg                            run_log_reg;
    output reg                            read_enable_reg;
    output reg [MEM_ADDRESS_LEN - 1 : 0]  read_address_reg;
    reg [LOG_COUNT_LEN - 1 : 0] error_count_r_reg;
    reg [LOG_COUNT_LEN - 1 : 0] error_count_i_reg;
    reg [LOG_COUNT_LEN - 1 : 0] bit_count_r_reg;
    reg [LOG_COUNT_LEN - 1 : 0] bit_count_i_reg;
    wire [OPCODE_LEN - 1 : 0]               opcode  = gpio_in[GPIO_LEN - 1 -: OPCODE_LEN];
    wire                                    enable  = gpio_in[GPIO_LEN - 1 - OPCODE_LEN];
    wire [DATA_LEN - 1 : 0]                 data    = gpio_in[DATA_LEN - 1 : 0];
    wire [OP_TYPE_LEN - 1 : 0]              op_type = opcode[OPCODE_LEN - 1 -: OP_TYPE_LEN];
    wire [OPCODE_LEN - OP_TYPE_LEN - 1 : 0] code    = opcode[OPCODE_LEN - OP_TYPE_LEN - 1 : 0];
    always@(posedge clk or negedge rst)
    begin
        if (!rst) begin
            reset_reg <= 0;
            enable_reg <= {ENABLE_LEN{1'b0}};
            phase_reg <= 0;
            run_log_reg <= 0;
            read_enable_reg <= 0;
            read_address_reg <= 0;
            gpio_out <= 1;
            bit_count_r_reg <= 0;
            bit_count_i_reg <= 0;
            error_count_r_reg <= 0;
            error_count_i_reg <= 0;
        end
        else begin
            if (enable) begin
                case (op_type)
                    REG_OP_TYPE: begin
                        case (code)
                            RESET_CODE: reset_reg <= data[0];
                            ENABLE_CODE: enable_reg <= data[ENABLE_LEN -1 : 0];
                            PHASE_CODE: phase_reg <= data[PHASE_LEN - 1: 0];
                        endcase
                    end
                    COUNT_LOG_OP_TYPE: begin
                        case (code)
                            BIT_COUNT_RE_HIGH_CODE   : gpio_out <= bit_count_r_reg[LOG_COUNT_LEN - 1 : LOG_COUNT_LEN/2];
                            BIT_COUNT_RE_LOW_CODE    : gpio_out <= bit_count_r_reg[LOG_COUNT_LEN/2 - 1 : 0];
                            BIT_COUNT_IM_HIGH_CODE   : gpio_out <= bit_count_i_reg[LOG_COUNT_LEN - 1 : LOG_COUNT_LEN/2];
                            BIT_COUNT_IM_LOW_CODE    : gpio_out <= bit_count_i_reg[LOG_COUNT_LEN/2 - 1 : 0];
                            ERROR_COUNT_RE_HIGH_CODE : gpio_out <= error_count_r_reg[LOG_COUNT_LEN - 1 : LOG_COUNT_LEN/2];
                            ERROR_COUNT_RE_LOW_CODE  : gpio_out <= error_count_r_reg[LOG_COUNT_LEN/2 - 1 : 0];
                            ERROR_COUNT_IM_HIGH_CODE : gpio_out <= error_count_i_reg[LOG_COUNT_LEN - 1 : LOG_COUNT_LEN/2];
                            ERROR_COUNT_IM_LOW_CODE  : gpio_out <= error_count_i_reg[LOG_COUNT_LEN/2 - 1 : 0];
                            LATCH_COUNTS_CODE: begin
                                bit_count_r_reg <= bit_count_r;
                                bit_count_i_reg <= bit_count_i;
                                error_count_r_reg <= error_count_r;
                                error_count_i_reg <= error_count_i;
                            end
                        endcase
                    end
                    MEM_LOG_OP_TYPE: begin
                        case (code)
                            RUN_CODE          : run_log_reg <= data[0];
                            READ_ENABLE_CODE  : read_enable_reg <= data[0];
                            READ_ADDRESS_CODE : read_address_reg <= data[MEM_ADDRESS_LEN - 1 : 0];
                            READ_DATA_CODE    : gpio_out <= mem_data;
                            MEM_DONE_CODE     : gpio_out <= {{GPIO_LEN-1{1'b0}},mem_full};
                        endcase
                    end
                endcase
            end
        end
    end
endmodule
</file>
<file path="flow/constraint.sdc">
current_design register_file

set clk_period 1.7
set clk_io_pct 0.2

create_clock -name clk0 -period $clk_period [get_ports {clk}]

set non_clock_inputs [all_inputs -no_clocks]
set_input_delay [expr $clk_period * $clk_io_pct] -clock clk0 $non_clock_inputs
set_output_delay [expr $clk_period * $clk_io_pct] -clock clk0 [all_outputs]
</file>
<file path="flow/config.mk">
export PLATFORM = sky130hd
export DESIGN_NAME = register_file
export DESIGN_NICKNAME = register_file
export VERILOG_FILES = /design/flow/design.v
export SDC_FILE = /design/flow/constraint.sdc
export NUM_CORES = 4
export LEC_CHECK = 1
export CORE_UTILIZATION = 50
</file>
==> qor.rpt <==
======================================================================================
Synthesized instance count                                                        1568
Clock root buffer master                                                     clkbuf_16
Weighted congestion reported at the end of routability-driven placement         0.9781
Data arrival time of the worst path                                            1.33 ns
Number of placement rows                                                            60
Highest net fanout along the worst path                                              2
Unique cell type count in the Yosys netlist                                         43
Clock slew at reported path FFs                                                0.06 ns
Max Transition Viols Final                                                           0
Total routing resource utilization after global routing                         33.85%
Buffering stage count on the worst path with inverters included                      1
Share of synthesized area occupied by flip-flops and latches                    55.85%
First-pass DRT Iterations                                                            5
Final Hold Violation Tally                                                           0
Most used flip-flop cell after synthesis                                       dfrtp_1
Cell area after synthesis                                                   13940 um^2
Clock latency on the worst-skew pair                                           0.51 ns
Fraction of final layout cells sized beyond drive strength 1                    14.41%
Area post-placement                                                         18900 um^2
Number of vias in the routed layout                                              12860
Post-route minimum period                                                     1.668 ns
TritonCTS sink count                                                               311
Remaining max-slew budget at the tightest pin                                   63.99%
H-Tree Depth                                                                         2
Area of the die                                                             28540 um^2
Standard cell core area                                                     27180 um^2
Die X                                                                         169.0 um
Die extent in y                                                               169.0 um
Detail-routed via count per cell                                                 5.371
CTS tree                                                                         built
Post-synth area from yosys stat                                             13940 um^2
Via count of the first global-routing pass                                       12670
Cell area power density                                                   885.6 nW/um^2
Number of primary I/O pins                                                         378
Starting DRT DRC Count                                                             883
Pin count of the biggest net entering global routing                                55
Kind of cell with the highest combined delay on the critical path         buffers and inverters
Startpoint type of the worst setup path                                      flip-flop
Remaining Overflow, GRT                                                              0
Crit-path max cell delay                                                       0.47 ns
Tool warnings                                                                       34
Result of the run                                                         finished, final reports clean
Worst path required time                                                       1.36 ns
Total design power                                                            18.04 mW
Flip-flop and latch count after synthesis                                          311
Highest ir drop seen on vdd                                                  0.7568 mV
DR DRC count                                                                         0
Post-route cell area                                                        20370 um^2
Number of CTS-inserted buffers                                                      35
Class of the tightest hold or removal check                               input pin to flip-flop
Remaining number of nets flagged by the antenna check after routing                  0
First-pass GRT wire length                                                    70410 um
Crit-path slowest cell                                                    clkdlybuf4s50_1
Top achievable clock speed                                                   599.5 MHz
Number of antenna violations at the first check in global routing                    4
Count of library flops with an enable pin                                            0
Per-instance average area after synthesis                                   8.888 um^2
Number of warnings issued by yosys                                                   1
Transition time of the tightest slew-check pin                               0.5401 ns
Cell total in the yosys stat output                                               1568
Detailed-route wire length                                                    45490 um
Worst setup path class                                                    flip-flop to output pin
Number of buffers inserted by port buffering                                       369
Starting Density                                                                51.28%
Share of async-settable or async-resettable flops after synthesis               100.0%
Maximum clock insertion buffer count                                                 3
Fin Clk Skew                                                                0.01510 ns
Setup crit end kind                                                         output pin
Final setup fails                                                                    0
Post-route fraction of the period consumed by the critical path                 98.11%
Leakage component of the power                                                10.53 nW
Detailed Place HPWL                                                           32010 um
Ordered cell list for the critical path                                   clkdlybuf4s50_1
Maximum Capacitance Violations                                                       0
Wirelength per Cell                                                           19.00 um
Layout overhead on the synthesized area                                         46.20%
======================================================================================
==> Yosys cell counts (all sizes together) (2+ instances only) <==
cell / number / share of area [%]
a21oi: 123 / 4.4
clkbuf: 56 / 1.5
and2b: 2 / 0.11
and2: 2 / 0.090
buf: 56 / 2.2
o221a: 30 / 2.4
nor2: 5 / 0.15
a221oi: 32 / 2.0
dfrtp: 310 / 56
mux2i: 2 / 0.14
nand4: 3 / 0.13
inv: 34 / 0.92
nor3b: 2 / 0.18
nand2: 712 / 19
mux2: 54 / 4.4
nor3: 4 / 0.25
nand3: 2 / 0.072
o21ai: 95 / 3.4
a22oi: 30 / 1.6
==> cell type report <==
| type | instances | area [um^2] |
|---|---|---|
| flip-flops and latches | 311 | 7784 |
| fillers | 1878 | 6802 |
| multi-input cells | 1111 | 5572 |
| repair buffers | 503 | 5231 |
| clock buffers | 47 | 991.0 |
| well taps | 372 | 465.4 |
| clock inverters | 14 | 198.9 |
| inverters | 34 | 127.6 |
| diodes | 2 | 5.005 |
==> timing repair <==
| action | CTS | global route |
|---|---|---|
| hold buffers | 2 | 0 |
| setup endpoints to repair | 59 | 71 |
| hold endpoints to repair | 31 | 0 |
| resized | 23 | 29 |
| pin swaps | 0 | 5 |
| buffers inserted | 2 | 10 |
| cloned | 0 | 3 |
==> where the power goes <==
group,internal (mW),leakage [nW],switching (mW)
registers,7.82,4.14,0.227
logic,1.28,5.80,0.944
clock network,4.84,0.594,2.93
total,13.9,10.5,4.10
==> cell families after synthesis <==
family | synth area share (%)
compound gates | 14.38
buf+inv | 4.642
mux | 4.507
flops | 55.85
simple gates | 20.61
==> metrics by stage <==
stage	util (%)	TNS, ns	hold slack, ns	setup slack [ns]	cells
6_report	74.97	0	0.3604	0.03207	2394
5_1_grt	74.97	-0.01166	0.3656	-0.005791	2394
4_1_cts	74.00	0	0.3507	0.002621	2379
3_5_place_dp	69.54	-109.27	0.2545	-0.5923	2314
3_3_place_gp	69.54	-106.64	0.2512	-0.5614	2314
2_1_floorplan	-	0	0.04441	0.004860	1568
==> worst paths after layout <==
check	from	endpoint	slack, ns	cells after the start
setup / recovery	gpio_out[4]	gpio_out[4]	0.03	1
hold / removal	bit_count_r[24]	bit_count_r_reg[24]	0.36	3
setup reg to reg	error_count_i_reg[7]	gpio_out[7]	0.07	4
hold reg to reg	bit_count_r_reg[45]	bit_count_r_reg[45]	0.46	2
max in group asynchronous	rst	bit_count_i_reg[18]	0.78	4
min in group asynchronous	rst	bit_count_r_reg[58]	0.47	3
==> placed cells by master, fill, tap and decap left out, types with 8 or more instances in the layout <==
cell | Yosys | layout
a21oi_1 | 123 | 122
nand2_1 | 711 | 711
a22oi_1 | 30 | 29
dlymetal6s2s_1 | 0 | 18
dlygate4sd2_1 | 0 | 22
o221a_2 | 30 | 30
dfrtp_1 | 310 | 310
a221oi_1 | 32 | 31
mux2_2 | 47 | 47
inv_1 | 33 | 33
o21ai_1 | 30 | 30
buf_12 | 0 | 36
clkinv_2 | 0 | 8
clkdlybuf4s50_1 | 0 | 325
clkbuf_16 | 0 | 38
o21ai_0 | 65 | 65
buf_4 | 2 | 94
==> layer usage <==
metal / track usage [%] / wire length, um / up-vias
met4: 7.787 / 1123 / 4
met2: 47.68 / 19780 / 655
met5: 0 / 23 / -
met3: 13.29 / 5348 / 72
met1: 52.08 / 19210 / 6062
li1: - / - / 6064
Power is estimated from default activity; no workload was simulated.
